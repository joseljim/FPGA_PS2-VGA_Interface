--- run.sh ---
#!/bin/bash
# OpenROAD 26Q1-2900-gdf79404cd8, Yosys 0.63+post, stock flow scripts
make -C /OpenROAD-flow-scripts/flow DESIGN_CONFIG=/design/flow/config.mk WORK_HOME=/design/flow/orfs finish
--- config.mk ---
export PLATFORM = sky130hd
export DESIGN_NAME = regFile
export DESIGN_NICKNAME = regFile
export VERILOG_FILES = /design/flow/design.v
export SDC_FILE = /design/flow/constraint.sdc
export NUM_CORES = 4
export LEC_CHECK = 1
export CORE_UTILIZATION = 40
--- constraint.sdc ---
current_design regFile

set clk_period 5.2
set clk_io_pct 0.2

create_clock -name clk0 -period $clk_period [get_ports {clk}]

set non_clock_inputs [all_inputs -no_clocks]
set_input_delay [expr $clk_period * $clk_io_pct] -clock clk0 $non_clock_inputs
set_output_delay [expr $clk_period * $clk_io_pct] -clock clk0 [all_outputs]
--- design.v ---
module regFile(
   input rst,
	input [7:0] writeData,
	input writeEnable,
	input [3:0] readAddress1,
	input [3:0] writeAddress,
	input clk,
   output [7:0] readData1
 	);
  reg[5:0] register[7:0];
  always @ (posedge clk)
   begin
		if(writeEnable)
			begin
				register[writeAddress] = writeData;
			end
		else if (rst)
			begin
				register[0] = 0;
				register[1] = 0;
				register[2] = 0;
				register[3] = 0;
				register[4] = 0;
				register[5] = 0;
			end
   end
  assign readData1 = register[readAddress1];
endmodule
==> reports/summary.txt <==
Setup TNS Final: 0 ps
postcts setup bufs: 0
initial antenna violation count: 0
Final Hold Slack: 491 ps
syn avg cell area: 13.6 um2
flip-flops with a built-in enable: 18
die width: 75.6 um
num rows: 26
GP Congestion: 0.745
Post-DP HPWL: 2600 um
Setup WS post-layout: 859 ps
Worst path top cell family by delay: buffers and inverters
Vias: 1298
Crit. End Element: primary output
Bufs and invs on worst path: 2
Routed WL: 4140 um
MaxCap Viol Count: 0
CP Cell Sequence: clkdlybuf4s50_1 > mux4_1 > mux2_2 > clkdlybuf4s50_1
Overall Power: 0.723 mW
most used cell, CP: clkdlybuf4s50_1
Root Driver: clkbuf_8
Synth cell types: 23
fin util: 48.2%
htree depth: 2
status: finished, final reports clean
most frequent cell after synthesis: nor2_1
ratio of cells with drive above 1 in the final layout: 12.9%
Post-synth ARST share: 0%
Final Cell Area: 2490 um2
YS warnings: 1
crit-path max FO: 12
Die Ht: 75.6 um
Pre-Place Util: 41.9%
Resized cells post-CTS: 0
Worst Setup Start Kind: input port
pre-CTS setup slack: 826 ps
Post-CTS Hold Buffers: 0
iteration tally of the first detailed-router pass: 5
Top FF cell, synth: dfxtp_1
Hold Vio Cnt, Final: 0
tool warnings: 29
RSZ-0062 raised after global routing: no
Sw Pwr: 0.168 mW
CTS tree: done
DRC viols: 0
CTS Sinks: 48
Final Setup Violations: 0
CP max stage cell: clkdlybuf4s50_1
antenna cells: 0
placed inst area: 2400 um2
port buffer count: 20
crit-path max cell delay: 950 ps
placed instance count: 240
I/O pin total: 27
via/cell ratio: 5.23
CTS Buffer Depth: 2
clk_skew: 0 ps
worst-margin pin slew: 786 ps
min cycle time layout: 4340 ps
Worst Path Arrival: 3300 ps
PD cells: 290 nW/um2
die area: 5720 um2
Layout area overhead: 14.9%
GRT Residual Overflow: 0
Final Max-Slew Violation Tally: 0
WL/cell: 16.7 um
Relative slew margins: 47.4%
YS chip area: 2170 um2
internal power: 0.555 mW
Leakage Power: 0.946 nW
first-pass GRT wire length: 6320 um
Mapped Cells: 160
f_max: 230 MHz
CTS Buf Count: 5
Area leader share: 27.7%
Post-Syn Area: 2170 um2
yosys cell count: 160
Initial DRC Count: 66
Worst-path clk slew: 80 ps
sequential share of power: 57.9%
top cells by count: nor2_1, dfxtp_1, mux2i_1, edfxtp_1, mux4_1
gr usage total: 16.4%
largest net degree at the start of global routing: 38
kind of critical path: in2out
Worst Path Required: 4160 ps
peak supply drop: 0.0984 mV
Hold Crit Class: reg2reg
Top cells by area: dfxtp_1, edfxtp_1, mux2i_1, mux4_1, nor2_1
period utilization: 83.5%
Clk pwr share: 29.7%
Core ar.: 5170 um2
Finished Layout Cells: 248
register share after synthesis: 52.6%
Switching Fraction: 23.2%
clock latency on the worst-skew pair: 300 ps
dominant cell type by area after synthesis: dfxtp_1
Comb pwr share: 12.4%
vias in the first global route: 1237
Detail Route Antenna Nets: 0
max reg flops: 48
FF+latch count, synth: 48
==> final cells by class <==
class	instances	area [um2]
fill	440	2680
sequential	48	1140
multi-input combinational	97	942
timing repair buffer	24	230
tap	70	87.6
clock buffer	5	68.8
clock inverter	3	18.8
inverter	1	3.75
==> power by group through the flow <==
stage	clock, mW	combinational [mW]	sequential, mW
4_1_cts	0.221	0.0907	0.419
5_1_grt	0.239	0.0978	0.421
6_report	0.215	0.0895	0.419
==> cell usage in the layout, fill, tap and decap left out, drive strengths merged, types with 2 or more instances in the layout <==
cell            n
clkdlybuf4s50  20
dfxtp          30
conb            2
nor2b           7
nor4bb          2
mux2i          30
edfxtp         18
nand2           2
mux4           12
nor2           31
buf             4
mux2            6
clkbuf          5
clkinvlp        2
==> worst min-delay path, delay by kind of cell (launching register included) <==
kind          cells  cell delay, ps
flops             1             330
simple gates      1              70
mux               1              60
==> metal layers <==
| metal | share of wire [%] | global-route usage [%] | vias up |
|---|---|---|---|
| met4 | 1.6 | 2.06 | 0 |
| li1 | - | - | 609 |
| met2 | 44 | 24.7 | 48 |
| met1 | 46 | 23.8 | 635 |
| met5 | 0 | 0 | - |
| met3 | 8.3 | 7.77 | 6 |
==> path summary, 6_finish.rpt <==
check,from,to,slack [ps],cells past startpoint
setup / recovery,readAddress1[0],readData1[0],860,4
hold / removal,register[0][5],register[0][5],490,2
setup reg to reg,register[3][1],register[3][1],4560,2
hold reg to reg,register[0][5],register[0][5],490,2
==> cells by family (layout without fill, tap and decap cells) <==
kind of cell | after synthesis | count (layout) | synth area share [%]
compound gates | 1 | 1 | 0.462
buf+inv | 16 | 33 | 4.50
flops | 48 | 48 | 52.6
mux | 48 | 48 | 31.2
other cells | 1 | 2 | 0.173
simple gates | 46 | 46 | 11.1
No activity file was given, so power comes from the tool's default toggle rates.
